==> flow/run.sh <==
#!/bin/bash
# OpenROAD 26Q1-2900-gdf79404cd8, Yosys 0.63+post, stock flow scripts
make -C /OpenROAD-flow-scripts/flow DESIGN_CONFIG=/design/flow/config.mk WORK_HOME=/design/flow/orfs finish
==> flow/config.mk <==
export PLATFORM = sky130hd
export DESIGN_NAME = instr_decode
export DESIGN_NICKNAME = instr_decode
export VERILOG_FILES = /design/flow/design.v
export SDC_FILE = /design/flow/constraint.sdc
export NUM_CORES = 4
export LEC_CHECK = 1
export CORE_UTILIZATION = 30
==> flow/constraint.sdc <==
current_design instr_decode

set clk_period 5.8
set clk_io_pct 0.2

create_clock -name clk0 -period $clk_period [get_ports {clk}]

set non_clock_inputs [all_inputs -no_clocks]
set_input_delay [expr $clk_period * $clk_io_pct] -clock clk0 $non_clock_inputs
set_output_delay [expr $clk_period * $clk_io_pct] -clock clk0 [all_outputs]
==> flow/design.v <==
`timescale 1ns / 1ps
module instr_decode( input clk,input [31:0]indata,input we_rf,input reg[63:0] reg_if_id, 
output reg[148:0] reg_id_ex);
wire [31:0] instr,pc;
wire [31:0] rv1,rv2; 
reg [4:0] rs1,rs2,rd;
reg [5:0] opcode;
reg [31:0] imm;
assign pc = reg_if_id[31:0];
assign instr = reg_if_id[63:32];
rf_file rf(.clk(clk),.rs1(rs1),.rs2(rs2),.rd(rd),
                       .we(we_rf),.indata(indata),.rv1(rv1),.rv2(rv2));
always @(*)
begin
	rs2 <= instr[24:20];
	rs1 <= instr[19:15];
	rd <= instr[11:7];
	imm<=0;
	opcode<=0;
		case (instr[6:0])
			7'b0110111 : begin imm <= instr & 32'hfffff000;opcode <=0;end 
			7'b0010111 : begin imm <= instr & 32'hfffff000;opcode <=1;end 
			7'b1101111 : begin imm <= {{12{instr[31]}},instr[19:12],instr[20],instr[30:21],1'b0};opcode<=2;end 
			7'b1100111 : begin if(instr[14:12]==3'b0) begin imm <= {{20{instr[31]}},instr[31:20]};opcode<=3;end else begin imm<=0;opcode<=0;end end 
			7'b1100011 : begin imm <= {{20{instr[31]}},instr[7],instr[30:25],instr[11:8],1'b0}; 
								case(instr[14:12]) 
									3'b000 : opcode<=4; 
									3'b001 : opcode<=5; 
									3'b100 : opcode<=6; 
									3'b101 : opcode<=7; 
									3'b110 : opcode<=8; 
									3'b111 : opcode<=9; 
								endcase
							 end	
			7'b0000011 : begin imm <= {{20{instr[31]}},instr[31:20]};
								case(instr[14:12])  
									3'b000 : opcode <=10; 
									3'b001 : opcode <=11; 
									3'b010 : opcode <=12; 
									3'b100 : opcode <=13; 
									3'b101 : opcode <=14; 
								endcase
							 end	
			7'b0100011 : begin imm <= {{20{instr[31]}},instr[31:25],instr[11:7]};
								case(instr[14:12]) 
									3'b000 : opcode <=15; 
									3'b001 : opcode <=16; 
									3'b010 : opcode <=17; 
								endcase	
							 end		
			7'b0010011 : begin imm <= {{20{instr[31]}},instr[31:20]};
								case(instr[14:12]) 
									3'b000 : opcode<=18; 
									3'b010 : opcode<=19; 
									3'b011 : begin imm<= {{20'b0},instr[31:20]};opcode<=20;end 
									3'b100 : begin imm<= {{20'b0},instr[31:20]};opcode<=21;end 
									3'b110 : begin imm<= {{20'b0},instr[31:20]};opcode<=22;end 
									3'b111 : begin imm<= {{20'b0},instr[31:20]};opcode<=23;end 
								endcase
							 end	
			7'b0010011 : begin imm <= {27'b0,instr[24:20]};
								case(instr[14:12]) 
									3'b001 : opcode<=24; 
									3'b101 : begin case(instr[31:25])
															7'b0000000 : opcode <=25; 
															7'b0100000 : opcode <=26; 
														endcase
												end			
								endcase
							 end
			7'b0110011 : begin imm<=32'b0;
								case(instr[14:12])
									3'b000 : begin case(instr[31:25])  
															7'b0000000 : opcode<=27; 
															7'b0100000 : opcode<=28; 
														endcase
												end
									3'b001 : opcode<=29; 
									3'b010 : opcode<=30; 
									3'b011 : opcode<=31; 
									3'b100 : opcode<=32; 
									3'b101 : begin case(instr[31:25])  
															7'b0000000 : opcode<=33; 
															7'b0100000 : opcode<=34; 
														endcase
												end
									3'b110 : opcode<=35; 
									3'b111 : opcode<=36; 
								endcase		
							 end	
		endcase
end
always @(posedge clk)
	begin 
		reg_id_ex[31:0]<= pc; 
		reg_id_ex[63:32]<=imm;
		reg_id_ex[69:64]<=opcode;
		reg_id_ex[74:70]<=rs1;
		reg_id_ex[79:75]<=rs2;
		reg_id_ex[84:80]<=rd;
		reg_id_ex[116:85]<=rv1;
		reg_id_ex[148:117]<=rv2;
	end
endmodule
`timescale 1ns / 1ps
module rf_file(input clk,input wire [4:0] rs1,input wire [4:0] rs2,input wire [4:0] rd,input we,
input wire [31:0] indata,output wire [31:0] x31,rv1,rv2);
reg [31:0] rfmem[31:0]; 
integer i;
initial begin for (i=0;i<32;i=i+1)
begin rfmem[i] =0; end end  
assign rv1 = rfmem[rs1];
assign rv2 = rfmem[rs2];
assign x31 = rfmem[31];
always @(posedge clk)  
	begin 
	if (we && (rd != 0))
		begin 
			rfmem[rd]<= indata;
		end
	end
endmodule
==> impl_metrics.toml <==
# physical design summary
[clock_network]
post-cts-setup-buffers = 0
clock-root-buffer = "clkbuf_16"
cts_tree = "done"
cts_buffer_depth = 3
ctsHoldBuffers = 0
h-tree-depth = 4
clock_latency_ps = 780
cts.repair.resized = 0
path_clk_slew_ps = 50
numCtsBuffers = 133
cts.sinks = 1173

[placement]
gp_congestion = 0.844
place_hpwl_um = 91500
dpl_worst_slack_ps = 1610
port-buffer-count = 246
dp.cells = 6137

[timing]
clock_skew_ps = 28.6
final-setup-viol-count = 0
rsz0062_at_grt = "no"
fin_crit_sh_pct = 59.7
finalSetupTns_ps = 0
worst_pin_slew_ps = 885
fmax_mhz = 289
relSlewSlack_pct = 40.9
post-route-min-period_ps = 3460
final_hold_viol_count = 0
slew_violations = 0
setup_ws_ps = 2340

[logic_synthesis]
synth_warnings = 2
async_flop_share_pct = 0
synth_top_area_share_pct = 58.8
synth_flop_count = 1173
yosys_cells = 3684
syn_avg_cell_area_um2 = 14.2
synthDistinctLibCells = 53
edf_count = 1024
ys_seq_share_pct = 64.5
largest_area_cell = "edfxtp_1"
synth_area_um2 = 52300
ys_area_um2 = 52300
flop_cell = "edfxtp_1"
top_cells_by_area = "edfxtp_1 59%, mux2i_1 20%, dfxtp_1 5.7%"
synth_cells = 3684

[final_layout]
area_growth_pct = 19.7
drive_above_1_share_pct = 9.82
fillerInstances = 16100
final_common_cell = "mux2i_1"
fin_cells = 6386
layout_top_cells = "1,025 x mux2i_1, 1,024 x edfxtp_1, 244 x clkdlybuf4s50_1, 205 x nand2_1, 202 x nand3_1"

[route]
route.detailed.drc = 0
num_vias = 33800
routed_wl_um = 166000
vias_per_cell = 5.29
drtIter0Drc = 2228
drtPass1Iterations = 5
final_antenna_net_count = 0
wl_per_cell_um = 25.9

[floorplan]
dieArea_um2 = 176000
rows = 152
core_area_um2 = 172000
die_h_um = 420
fp_util_pct = 30.4
die_x_um = 420
io-pin-count = 247

[critical_path]
worstPathArrival_ps = 3890
critical_path_class = "input pin to flip-flop"
critPathMaxStageDelay_ps = 840
crit_path_max_fanout = 17
critPathLaunchType = "input pin"
setup.worst_path.end_class = "flip-flop"
cp.required_ps = 6230
crit_chain = "clkdlybuf4s50_1, nand3_1, nor2_4, buf_4"
slowest_stage = "nor2_4"
r2r_slack_ps = 4360

[global_route]
globalRouteOverflowTotal = 0
grt_pass1_vias = 34700
antenna_found_initial = 3
grt_max_degree = 91
grt_use_total_pct = 19.7
grt_pass1_wl_um = 237000

[flow_run]
maxCapViolations = 0
warning_count = 26

[worst_hold_path]
hold_class = "flip-flop to flip-flop"

[pwr]
p_per_area_nw_per_um2 = 312
vdd_drop_max_mv = 0.268
power_mw = 19.6
leakage_nw = 23.1

[status]
status = "finished clean"
-- path summary, 6_finish.rpt --
path / startpoint / to / cells after the start
max: reg_if_id[40] / rf.rfmem[31][15] / 4
min: rf.rfmem[8][16] / reg_id_ex[133] / 4
max reg2reg: rf.rfmem[7][16] / reg_id_ex[101] / 5
min reg2reg: rf.rfmem[8][16] / reg_id_ex[133] / 4
-- critical path, delay by kind of cell --
family	cells	cell delay, ps
AND/OR/NAND/NOR	2	1430
buffers and inverters	2	1280
-- state kept, by name (all words and copies together), names as in the netlist --
signal     count
rf.rfmem    1024
reg_id_ex    149
-- report_power, final --
part	switching (mW)	leakage [nW]	internal, mW
sequential	0.104	10.5	9.36
combinational	0.957	10.4	0.660
clock	3.58	2.15	4.91
total	4.64	23.1	14.9
-- per-stage QoR --
stage / area, µm² / utilization, % / hold slack [ps]
2_1_floorplan: 52400 / - / 580
3_3_place_gp: 58200 / 33.8 / 610
3_5_place_dp: 58200 / 33.8 / 601
4_1_cts: 62600 / 36.3 / 620
5_1_grt: 62600 / 36.4 / 668
6_report: 62600 / 36.4 / 618
-- Yosys cell counts, drive strengths merged (3+ instances only) --
| library cell | count |
|---|---|
| a22oi | 193 |
| a22o | 132 |
| or2 | 4 |
| o21a | 3 |
| nand3 | 202 |
| buf | 155 |
| nand3b | 4 |
| nand2b | 13 |
| a21o | 20 |
| o21ai | 8 |
| clkbuf | 116 |
| nor4 | 8 |
| mux2i | 1025 |
| nand2 | 207 |
| edfxtp | 1024 |
| nor4b | 4 |
| nor2b | 8 |
| a31oi | 67 |
| dfxtp | 149 |
| nor2 | 33 |
| and2 | 9 |
| a21oi | 201 |
| nor3 | 73 |
-- layout make-up --
class	count	area, µm²	share of cell area, %
sequential	1173	33700	53.9
inverter	2	7.51	0.0120
clock buffer	176	3670	5.85
tap	2310	2890	4.61
timing repair buffer	383	3840	6.13
multi-input combinational	2269	17800	28.4
clock inverter	71	731	1.17
antenna	2	5.00	0.00799
-- routing by layer --
| layer | vias to the layer above | wire, µm | share of wire, % | global-route usage, % |
|---|---|---|---|---|
| li1 | 15000 | - | - | - |
| met1 | 16800 | 58100 | 35 | 22.9 |
| met2 | 1681 | 81200 | 49 | 31.8 |
| met3 | 329 | 20300 | 12 | 10.4 |
| met4 | 8 | 5710 | 3.5 | 5.61 |
| met5 | - | 171 | 0.10 | 0.945 |
-- cells by family (layout without fill, tap and decap cells) --
group / count (synthesis) / after routing / synth area share (%)
buffers and inverters: 273 / 632 / 2.31
AND/OR/NAND/NOR: 572 / 572 / 5.17
other: 1 / 34 / 0.00717
multiplexers: 1026 / 1026 / 19.6
AND-OR/OR-AND: 639 / 639 / 8.39
flip-flops: 1173 / 1173 / 64.5
Power is estimated from default activity; no workload was simulated.
